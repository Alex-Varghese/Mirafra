--- flow/config.mk ---
export PLATFORM = sky130hd
export DESIGN_NAME = alu
export DESIGN_NICKNAME = alu
export VERILOG_FILES = /design/flow/design.v
export SDC_FILE = /design/flow/constraint.sdc
export NUM_CORES = 4
export LEC_CHECK = 1
export CORE_UTILIZATION = 30
--- flow/constraint.sdc ---
current_design alu

set clk_period 2.0
set clk_io_pct 0.2

create_clock -name clk0 -period $clk_period [get_ports {clk}]

set non_clock_inputs [all_inputs -no_clocks]
set_input_delay [expr $clk_period * $clk_io_pct] -clock clk0 $non_clock_inputs
set_output_delay [expr $clk_period * $clk_io_pct] -clock clk0 [all_outputs]
--- flow/design.v ---
module alu # ( parameter WIDTH = 8, CMD_WIDTH = 4 ) (
	input clk, rst,
	input CE,
	input CIN,
	input mode,
	input [1:0] INP_INVALID,
	input [ CMD_WIDTH-1 :0] CMD,
	input [ WIDTH-1 :0] opa,
	input [ WIDTH-1 :0] opb,
	output reg ERR, OFLOW, g , l, e, cout,
	output reg [ 2 * WIDTH :0] RES
);
    localparam ADD = 4'd0,		 
	             SUB = 4'd1,
	             ADD_CIN = 4'd2,
	             SUB_CIN = 4'd3,
	             INC_A = 4'd4,
	             INC_B = 4'd5,
      	       DEC_A = 4'd6,
	             DEC_B = 4'd7,
      	       CMP = 4'd8,
	             ADD_MUL = 4'd9,
	             SHFTL_MUL = 4'd10,
	             ADD_SIG = 4'd11,
	             SUB_SIG = 4'd12;
    localparam AND = 4'd0,		 
               NAND = 4'd1,
               OR = 4'd2,
               NOR = 4'd3,
               XOR = 4'd4,
               XNOR = 4'd5,
               NOT_A = 4'd6,
               NOT_B = 4'd7,
               SHR1_A = 4'd8,
               SHL1_A = 4'd9,
               SHR1_B = 4'd10,
               SHL1_B = 4'd11,
	             ROL_A_B = 4'd12,
	             ROR_A_B = 4'd13;
    reg [WIDTH-1:0] opa_buf, opb_buf;    
    reg [ 2 * WIDTH :0] res;
    reg oflow,G,L,E,COUT,err;
    localparam POW_2_N = $clog2(WIDTH);  
    wire [POW_2_N - 1:0] SH_AMT = opb[POW_2_N - 1:0];
    always@( posedge clk or posedge rst ) begin
      if(rst) begin
            res <= {2*(WIDTH-1){1'b0}};
            {G, L, E, err, COUT, oflow} <= 6'b0;
      end
      else if( CE ) begin
		    if( mode ) begin  
		      if( INP_INVALID == 2'b11 ) begin
				  res <= 0;
				  {G, L, E, err, COUT, oflow} <= 6'b0;
		          case( CMD )
		              ADD       : begin
		                              res   <= opa + opb;
		                              COUT  <= res[WIDTH];
		                              oflow <= 0;
									                err <= 0;
		                          end
		              SUB       : begin 
		                              res   <= opa - opb;
		                              COUT  <= ( opa < opb ) ? 1 : 0;
		                              oflow <= 0;
									                err <= 0;
		                          end
		              ADD_CIN   : begin
		                              res   <= opa + opb + CIN;
		                              COUT  <= res[WIDTH];
		                              oflow <= COUT;
									                err <= 0;
		                          end
		              SUB_CIN   : begin
		                              res   <= opa - opb - CIN;
		                              COUT  <= res[WIDTH];
		                              oflow <= COUT;
									                err <= 0;
		                          end
		              ADD_MUL   : begin
		                              res   <= ({{WIDTH{1'b0}},opa} + 1 ) * ({{WIDTH{1'b0}},opb} + 1 );
		                              COUT  <= 0;
		                              oflow <= 0;
									                err <= 0;
		                          end
		              CMP       : begin
									                COUT <= 0;
		                              {G,L,E} <= (opa > opb) ? 3'b100 : (opa < opb) ? 3'b010 : 3'b001;
		                          	  err <= 0;
								  end
		              SHFTL_MUL : begin
		                              res   <= {{WIDTH{1'b0}},opa << 1} * opb;
		                              COUT  <= 0;
		                              oflow <= 0;
									                err <= 0;
		                          end
		              ADD_SIG   : begin
		                              res   <= $signed(opa) + $signed(opb);
                                  COUT = res[WIDTH];
									                {G,L,E} <= ($signed(res) > 0) ? 3'b100 : ($signed(res) > 0)  ? 3'b010 : 3'b001;
                                  oflow = (opa[WIDTH-1] == opb[WIDTH-1]) && ~res[WIDTH];
		                          	  err <= 0;
							      end
		              SUB_SIG   : begin
		                              res   <= $signed(opa) - $signed(opb);
                                  COUT = res[WIDTH];
							              		  {G,L,E} <= ($signed(res) > 0) ? 3'b100 : ($signed(res) > 0)  ? 3'b010 : 3'b001;
                                  oflow = (opa[WIDTH-1] == opb[WIDTH-1]) && ~res[WIDTH];
		                              err <= 0;
								  end
		              default   : begin
		                              res <= {2*(WIDTH-1){1'b0}};
                                  {G, L, E, err, COUT, oflow} <= 6'b000100;
		                          end
		          endcase
		      end
		      else if( INP_INVALID == 2'b10 ) begin
		          {G, L, E, err, COUT, oflow} <= 6'b0;
				      res <= 0;
		          case( CMD )
		              INC_A     : begin
		                              res   <= opa + 1;
		                              COUT  <= res[WIDTH];
		                              oflow <= COUT;
									                err <= 0;
		                          end
		              DEC_A     : begin
		                              res <= opa - 1;
		                              COUT  <= res[WIDTH];
		                              oflow <= 0;
							              		  err <= 0;
		                          end
		              default   : begin
		                              res <= {2*(WIDTH-1){1'b0}};
                                  {G, L, E, err, COUT, oflow} <= 6'b000100;
		                          end
		          endcase
		      end
		      else if( INP_INVALID == 2'b01 ) begin
		          {G, L, E, err, COUT, oflow} <= 6'b0;
			        res <= 0;
		          case( CMD )
		              INC_B     : begin
		                              res   <= opb + 1;
		                              COUT  <= res[WIDTH];
		                              oflow <= COUT;
									                err <= 0;
		                          end
		              DEC_B     : begin
		                              res <= opb - 1;
		                              COUT  <= res[WIDTH];
		                              oflow <= 0;
							              		  err <= 0;
		                          end
		              default   : begin
		                              res <= {2*(WIDTH-1){1'b0}};
                                  {G, L, E, err, COUT, oflow} <= 6'b000100;
		                          end
		          endcase
		      end
		      else 
                res <= {2*(WIDTH-1){1'b0}};             
          end  
          else begin
              if( INP_INVALID == 2'b11 ) begin
                  {G, L, E, err, COUT, oflow} <= 6'b0;
				  res <= 0;
		          case( CMD )
		              AND       : res <= {{(WIDTH){1'b0}},(opa & opb)};
		              OR        : res <= {{(WIDTH){1'b0}},(opa | opb)};
		              NAND      : res <= {{(WIDTH){1'b0}},(~(opa & opb))};
		              XOR       : res <= {{(WIDTH){1'b0}},(opa ^ opb)};
		              NOR       : res <= {{(WIDTH){1'b0}},(~(opa | opb))};
		              XNOR      : res <= {{(WIDTH){1'b0}},(~(opa ^ opb))};
		              ROR_A_B   : begin
		                              res = {1'b0,opa << SH_AMT | opa >> (WIDTH - SH_AMT)};
                               	  res = |opb[WIDTH - 1 : POW_2_N +1];
		                          end 
		              ROL_A_B   : begin
                                      res = {1'b0,opa << (WIDTH - SH_AMT) | opa >> SH_AMT};
                                  	  res = |opb[WIDTH - 1 : POW_2_N +1];
		                          end
		              default   : begin
		                              res <= {2*(WIDTH-1){1'b0}};
                                  {G, L, E, err, COUT, oflow} <= 6'b000100;
		                          end
		          endcase
		      end
		      else if( INP_INVALID == 2'b10 ) begin                    
		          {G, L, E, err, COUT, oflow} <= 6'b0;
				      res <= 0;
		          case( CMD )
		              NOT_A     : res <= {{(WIDTH){1'b0}},(~opa)};
		              SHR1_A    : res <= {{(WIDTH){1'b0}},(opa >> 1)};
		              SHL1_A    : res <= {{(WIDTH){1'b0}},(opa << 1)};
		              default   : begin
		                              res <= {2*(WIDTH-1){1'b0}};
                                  {G, L, E, err, COUT, oflow} <= 6'b000100;
		                          end
		          endcase
		      end
		      else if( INP_INVALID == 2'b01 ) begin
		          {G, L, E, err, COUT, oflow} <= 6'b0;
		          case( CMD )
		              NOT_B     : res <= {{(WIDTH){1'b0}},(~opb)};
		              SHR1_B    : res <= {{(WIDTH){1'b0}},(opb >> 1)};
		              SHL1_B    : res <= {{(WIDTH){1'b0}},(opb << 1)};
		              default   : begin
		                              res <= {2*(WIDTH-1){1'b0}};
                                  {G, L, E, err, COUT, oflow} <= 6'b000100;
		                          end
		          endcase
		      end
		      else begin
                res <= {2*(WIDTH-1){1'b0}};
                {G, L, E, err, COUT, oflow} <= 6'b000100;
              end  
          end
       end
       end
       always@( * ) begin
          RES <= res;
		      cout <= COUT;
	        {g,l,e} <= {G,L,E};
		      OFLOW <= oflow;
		      ERR <= err;
       end
endmodule
--- flow/run.sh ---
#!/bin/bash
# OpenROAD 26Q1-2900-gdf79404cd8, Yosys 0.63+post, stock flow scripts
make -C /OpenROAD-flow-scripts/flow DESIGN_CONFIG=/design/flow/config.mk WORK_HOME=/design/flow/orfs finish
==> metrics.txt <==
# HELP chip_impl_metric Metrics from one implementation run
# TYPE chip_impl_metric gauge
chip_impl_info{name="cts_tree",value="done"} 1
chip_impl_metric{name="powerDensity",unit="nW/um^2"} 700.8
chip_impl_info{name="status",value="finished with violations"} 1
chip_impl_metric{name="place_congestion",unit=""} 1.024
chip_impl_metric{name="place.port_buffers",unit=""} 49
chip_impl_metric{name="route.antenna.remaining_nets",unit=""} 0
chip_impl_metric{name="place.detailed.hpwl",unit="mm"} 30.46
chip_impl_metric{name="dp.cells",unit=""} 1850
chip_impl_metric{name="post_drt_via_cell_ratio",unit=""} 5.062
chip_impl_metric{name="grt_usage",unit="%"} 26.26
chip_impl_metric{name="layout_overhead_on_the_synthesized_area",unit="%"} 62.37
chip_impl_info{name="clock_tree.root_cell",value="sky130_fd_sc_hd__clkbuf_16"} 1
chip_impl_metric{name="cts_hold_buf",unit=""} 0
chip_impl_metric{name="ff_latch_area",unit="um^2"} 575.6
chip_impl_metric{name="top_cell_area_share",unit="%"} 18.58
chip_impl_metric{name="final.fill_count",unit=""} 2518
chip_impl_metric{name="cpPeakStageDelay",unit="ns"} 0.54
chip_impl_metric{name="final-setup-viol-count",unit=""} 21
chip_impl_metric{name="critical_path_required",unit="ns"} 2.15
chip_impl_metric{name="row_count",unit=""} 61
chip_impl_metric{name="post_synth_inst_count",unit=""} 1122
chip_impl_metric{name="synth_area_per_cell",unit="um^2"} 7.681
chip_impl_info{name="holdCritStartpoint",value="E"} 1
chip_impl_metric{name="crit_buf_inv",unit=""} 6
chip_impl_metric{name="worst_slew_pin_slew",unit="ns"} 0.7853
chip_impl_metric{name="cts-htree-levels",unit=""} 1
chip_impl_metric{name="total_switching_power",unit="mW"} 4.558
chip_impl_metric{name="minimum_period_implied_by_the_final_worst_setup_slack",unit="ns"} 5.019
chip_impl_metric{name="vias_in_the_first_global_route",unit=""} 9716
chip_impl_metric{name="grt_start_max_net_pins",unit=""} 24
chip_impl_metric{name="post_layout_instance_area",unit="um^2"} 13990
chip_impl_info{name="grt_setup_unrepaired",value="true"} 1
chip_impl_metric{name="synth-seq-area-share",unit="%"} 6.678
chip_impl_metric{name="yosys_register_bits",unit=""} 23
chip_impl_metric{name="layout.area.comb",unit="um^2"} 8479
chip_impl_metric{name="timing.critical_path.fanout_max",unit=""} 4
chip_impl_metric{name="antenna_found_initial",unit=""} 2
chip_impl_info{name="worstHoldPathType",value="reg -> reg"} 1
chip_impl_metric{name="finalWirelength",unit="mm"} 36.36
chip_impl_metric{name="drc_viols",unit=""} 0
chip_impl_metric{name="grt_overflow_total",unit=""} 0
chip_impl_info{name="failed_checks",value="negative setup slack"} 1
chip_impl_info{name="crit_chain",value="buf_12, ha_4, nand3_4, buf_6, nor4_4, buf_4, and2_4, fa_1, fa_1, fa_1, inv_1, fa_1, inv_2, ha_4, o21a_1, o31a_1, o41a_1, buf_4, xor2_1, a21oi_1, nand3_1, a22o_1"} 1
chip_impl_metric{name="y_dimension_of_the_die",unit="um"} 171.5
chip_impl_info{name="critPathCaptureType",value="register"} 1
chip_impl_info{name="timing.rr.start",value="res[8]"} 1
chip_impl_info{name="worstSetupPathType",value="in -> reg"} 1
chip_impl_info{name="crit_path_start_kind",value="input port"} 1
chip_impl_metric{name="synth-warning-count",unit=""} 1
chip_impl_metric{name="static-leakage-power",unit="nW"} 6.562
chip_impl_metric{name="via_count",unit=""} 9622
chip_impl_metric{name="ys_async_sr_fraction",unit="%"} 100.0
chip_impl_info{name="critical-path-top-delay-family",value="adder cells"} 1
chip_impl_info{name="worst_path_most_repeated_cell",value="sky130_fd_sc_hd__fa_1"} 1
chip_impl_metric{name="chipWidth",unit="um"} 171.5
chip_impl_metric{name="yosys_stat_cell_total",unit=""} 1122
chip_impl_metric{name="ios",unit=""} 50
chip_impl_metric{name="power_frac_comb",unit="%"} 90.2
chip_impl_metric{name="max-clock-path-buffers",unit=""} 2
chip_impl_metric{name="clock_power_share",unit="%"} 4.5
chip_impl_metric{name="ys_area",unit="um^2"} 8618
chip_impl_metric{name="cp_data_arrival_time",unit="ns"} 5.17
chip_impl_metric{name="drv_slew",unit=""} 0
chip_impl_metric{name="post_route_cells_drive_above_1_share",unit="%"} 39.67
chip_impl_metric{name="core_util_floorplan",unit="%"} 30.77
chip_impl_metric{name="cts_made_buffers",unit=""} 3
chip_impl_metric{name="warning_count",unit=""} 47
chip_impl_info{name="worstSetupStartpoint",value="opb[0]"} 1
chip_impl_metric{name="clk_pin_slew",unit="ns"} 0.06
chip_impl_info{name="post-synth-top-area-cell",value="sky130_fd_sc_hd__fa_1"} 1
chip_impl_metric{name="final-instance-count-excl-fill",unit=""} 1901
chip_impl_metric{name="synth.distinct_cells",unit=""} 82
chip_impl_metric{name="relSlewSlack",unit="%"} 46.96
chip_impl_metric{name="cellInternalPower",unit="mW"} 5.248
chip_impl_metric{name="clock_sinks",unit=""} 23
chip_impl_metric{name="place_ws",unit="ns"} -3.805
chip_impl_metric{name="power_switching_share",unit="%"} 46.48
chip_impl_metric{name="layout_setup_ws",unit="ns"} -3.019
chip_impl_info{name="worst_path_max_delay_cell",value="sky130_fd_sc_hd__fa_1"} 1
chip_impl_metric{name="cap_viol_max_count",unit=""} 0
chip_impl_metric{name="syn_area",unit="um^2"} 8618
chip_impl_metric{name="placed_cell_area",unit="um^2"} 12380
chip_impl_metric{name="first_pass_grt_wire_length",unit="mm"} 56.14
chip_impl_metric{name="chip_area",unit="um^2"} 29410
chip_impl_metric{name="max_clock_freq",unit="GHz"} 0.1993
chip_impl_metric{name="drtIter0Drc",unit=""} 579
chip_impl_info{name="topCellsByArea",value="sky130_fd_sc_hd__fa_1, sky130_fd_sc_hd__ha_1, sky130_fd_sc_hd__xnor2_1, sky130_fd_sc_hd__dfrtp_1, sky130_fd_sc_hd__inv_1"} 1
chip_impl_metric{name="hold-worst-slack",unit="ns"} 0.4743
chip_impl_info{name="postSynth.topFlopCell",value="sky130_fd_sc_hd__dfrtp_1"} 1
chip_impl_metric{name="final_min_period_over_clock_period",unit="%"} 250.9
chip_impl_metric{name="core",unit="um^2"} 28010
chip_impl_metric{name="drt_first_pass_iters",unit=""} 5
chip_impl_metric{name="sequentialPowerShare",unit="%"} 5.4
chip_impl_metric{name="clock.latency.late_pin",unit="ns"} 0.26
chip_impl_metric{name="fin_worst_skew",unit="ns"} 0.003034
chip_impl_metric{name="enable_flop_cells",unit=""} 0
chip_impl_metric{name="timing.setup.tns",unit="ns"} -39.69
chip_impl_metric{name="routedWlPerCell",unit="um"} 19.13
chip_impl_metric{name="hold_violations",unit=""} 0
chip_impl_metric{name="vdd.ir_drop.worst",unit="mV"} 0.8776
-- cell type report --
type	instances	share of cell area, %
multi-input cells	902	60.60
repair buffers	441	26.86
inverters	150	4.426
flip-flops and latches	23	4.113
well taps	378	3.380
clock buffers	3	0.5365
diodes	3	0.05365
clock inverters	1	0.03577
-- logic make-up after synthesis --
kind of cell / synth area share [%]
flops: 6.678
mux: 1.060
xor+xnor: 9.451
compound gates: 20.31
buf+inv: 9.495
fa+ha+maj: 33.54
simple gates: 19.47
-- tightest hold or removal path: cells and delay by family (launching register included) --
family / cells / cell delay [ns]
flops: 1 / 0.34
compound gates: 1 / 0.05
simple gates: 1 / 0.05
-- per-layer routing --
layer | up-vias | track usage (%) | part of all wire [%]
met5 | - | 0 | 0
met4 | 0 | 4.270 | 2.2
met3 | 48 | 9.300 | 9.8
met2 | 319 | 40.26 | 44
met1 | 4619 | 36.51 | 44
li1 | 4636 | - | -
-- final timing paths --
path,end,depth (start not counted),slack [ns]
setup / recovery,res[12],22,-3.02
hold / removal,E,2,0.47
setup reg to reg,E,6,0.40
hold reg to reg,E,2,0.47
max in group asynchronous,res[14],3,1.30
min in group asynchronous,err,3,0.48
-- power groups by stage --
stage     registers [mW]  clock network, mW  logic, mW
4_1_cts            0.529              0.442       8.48
5_1_grt            0.534              0.460       9.62
6_report           0.529              0.437       8.84
-- sequential cells by signal, indices dropped and copies added (netlist names) --
name   flops
E          1
G          1
COUT       1
err        1
oflow      1
res       17
L          1
-- placed cells by master, fill, tap and decap left out, drive strengths merged, types with 8 or more instances in the layout --
master           n
a221oi          10
nand2          132
a22o             8
nor4            11
o21a             8
xor2            27
and3            10
o22ai           19
fa              80
a21o            13
ha             103
clkdlybuf4s50   32
o221ai           9
nand2b          11
a21oi           52
nor2b           11
xnor2           66
nor2           112
nand3           26
a211oi          16
clkinv           8
buf            406
a31oi           10
dfrtp           23
and2            10
mux2i            8
o21ai           37
inv            142
nor3            21
-- cell usage after synthesis (all sizes together), types with 4 or more instances --
cell type  number
inv           143
nand2         132
nor2          112
ha            103
fa             80
xnor2          66
a21oi          52
o21ai          37
xor2           27
clkbuf         26
nand3          26
dfrtp          23
buf            21
nor3           21
o22ai          19
a211oi         16
a21o           13
nand2b         11
nor2b          11
nor4           11
a221oi         10
a31oi          10
and2           10
and3           10
o221ai          9
a22o            8
mux2i           8
o21a            8
clkinv          7
o211ai          6
o21bai          6
or2             6
a221o           5
a22oi           5
o31ai           5
a222oi          4
nand4           4
o31a            4
-- timing repair --
item,in CTS,in global routing
endpoints found under the setup margin,23,23
buffers inserted,43,17
pin swaps,117,83
gates cloned,0,0
gates resized,238,80
-- metrics by stage --
step	total power, mW	utilization (%)
2_1_floorplan	4.485	-
3_3_place_gp	7.322	44.18
3_5_place_dp	7.336	44.18
4_1_cts	9.453	48.81
5_1_grt	10.61	49.93
6_report	9.806	49.96
No activity file was given, so power comes from the tool's default toggle rates.
